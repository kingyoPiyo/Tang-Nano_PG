===== /design/flow/config.mk =====
export PLATFORM = sky130hd
export DESIGN_NAME = period_counter
export DESIGN_NICKNAME = period_counter
export VERILOG_FILES = /design/flow/design.v
export SDC_FILE = /design/flow/constraint.sdc
export NUM_CORES = 4
export LEC_CHECK = 1
export CORE_AREA = 10 10 106 106
export DIE_AREA = 0 0 116 116

===== /design/flow/constraint.sdc =====
current_design period_counter

set clk_period 3.8
set clk_io_pct 0.2

create_clock -name clk0 -period $clk_period [get_ports {i_clk}]

set non_clock_inputs [all_inputs -no_clocks]
set_input_delay [expr $clk_period * $clk_io_pct] -clock clk0 $non_clock_inputs
set_output_delay [expr $clk_period * $clk_io_pct] -clock clk0 [all_outputs]

===== /design/flow/design.v =====
module period_counter (
    input   wire            i_clk,
    input   wire            i_res_n,
    input   wire    [23:0]  i_period,
    output  reg     [23:0]  o_cnt
);
    wire    w_top_en = (o_cnt == i_period);
    always @(posedge i_clk or negedge i_res_n) begin
        if (~i_res_n) begin
            o_cnt <= 24'd0;
        end else begin
            if (w_top_en) begin
                o_cnt <= 24'd0;
            end else begin
                o_cnt <= o_cnt + 24'd1;
            end
        end
    end
endmodule

===== /design/flow/run.sh =====
#!/bin/bash
# OpenROAD 26Q1-2900-gdf79404cd8, Yosys 0.63+post, stock flow scripts
make -C /OpenROAD-flow-scripts/flow DESIGN_CONFIG=/design/flow/config.mk WORK_HOME=/design/flow/orfs finish

==> results.toml <==
# yosys + openroad results
[critical_path]
cp.required_ps = 3990
start_kind = "flop"
cp_max_fo = 6
arrival_ps = 2370
critPathKind = "reg2reg"
crit_path_end_kind = "flop"

[timing]
timing_hold_violations_final = 0
setup_viol = 0
fmax_ghz = 0.458
max_slew_margin_pct = 67.5
skew_ps = 2.44
tightest_slew_ps = 483
fin_crit_sh_pct = 57.4
rsz0062_at_grt = "no"
final.setup.tns_ps = 0
drv_slew = 0
period_minus_slack_ps = 2180

[power]
combPwrFrac_pct = 11.1
pwr-share-seq_pct = 56.0
pwr_density_cell_nw_per_um2 = 209
peakVddDrop_v = 0.0000987
p_sw_share_pct = 21.4
internal-power_mw = 0.358
p_sw_mw = 0.0978
power_leakage_nw = 0.766
clock_power_share_pct = 32.9

[clocking]
hold_buffers = 0
cts_tree = "built"
clk_pin_slew_ps = 80
cts_buffers = 3
clkLatencyLatePin_ps = 260
ctsResizeCount = 0
post_cts_buffers = 0
root_buffer = "clkbuf_8"
cts.sinks = 24
cts_buffer_depth = 2
h-tree-depth = 1

[layout]
reg_top3 = "o_cnt: 24 flops"
drive_gt1_share_pct = 6.37
final_area_um2 = 2180
largest_register = "o_cnt"
fill_cells = 958
largest_reg_flops = 24
area_delta_synth_final_pct = 42.9

[route]
drc_errors = 0
n_antenna_cell = 0
wl_um = 4990
wl_per_cell_um = 16.0
detail-route-antenna-nets = 0
num_vias = 1381
via_per_inst = 4.43
firstDrtPassIters = 4
drt_iter0_drc = 117

[synth]
yosysWarnings = 1
ys_sh_xor_pct = 22.4
synth_cells = 157
ys.flop_type = "dfrtp_1"
synth_seq_share_pct = 39.3
synth_area_um2 = 1530
aoi_share_pct = 12.7
yosys_cells = 157
yosys.area_share.simple_pct = 21.1
syn_area_per_cell_um2 = 9.73
fa_ha_area_share_pct = 0.819
edf_count = 0
yosysChipArea_um2 = 1530
mux_area_share_pct = 0
top_logic_kind = "XOR/XNOR gates"
ys_async_sr_fraction_pct = 100
numSynthFlops = 24
synth_cell_types = 29

[placed_design]
post-dp-hpwl_um = 3890
gp_congestion = 0.812
io_buffers = 49
place_area_um2 = 2140

[global_routing]
grt_overflow = 0
grt_max_degree = 25
grt_pass1_wl_um = 7740
antenna_found_initial = 0
grt_pass1_vias = 1384
track_usage_pct = 7.35

[run]
tool_warnings = 25
drv_cap = 0

[floorplan]
fp_util_pct = 17.3
die_y_um = 116
chip_area_um2 = 13500
die_x_um = 116
core_um2 = 8850
rows = 34
io_pins = 50

[worst_hold_path]
hp-class = "reg2reg"

[outcome]
outcome = "completed"
-- power by group through the flow --
stage | registers (mW) | clock network [mW] | logic, mW
6_report | 0.255 | 0.150 | 0.0509
5_1_grt | 0.256 | 0.166 | 0.0552
4_1_cts | 0.255 | 0.153 | 0.0520
-- worst paths after layout --
path                                            end  depth (start not counted)          startpoint  slack, ps
worst max register to register  o_cnt[22]$_DFF_PN0_                          5  o_cnt[0]$_DFF_PN0_       1620
worst min register to register   o_cnt[0]$_DFF_PN0_                          1  o_cnt[0]$_DFF_PN0_        570
max in group asynchronous       o_cnt[12]$_DFF_PN0_                          2             i_res_n       2700
worst min-delay path             o_cnt[0]$_DFF_PN0_                          1  o_cnt[0]$_DFF_PN0_        570
min in group asynchronous       o_cnt[18]$_DFF_PN0_                          2             i_res_n        860
worst max-delay path            o_cnt[22]$_DFF_PN0_                          5  o_cnt[0]$_DFF_PN0_       1620
-- cells by family (layout without fill, tap and decap cells) --
group,after synthesis,in the layout
simple gates,49,49
xor+xnor,39,39
compound gates,31,31
flops,24,24
buf+inv,13,60
fa+ha+maj,1,1
-- cells in the final DEF (no fill, tap or decap), types with 2 or more instances in the layout --
| cell | count |
|---|---|
| a21oi_1 | 16 |
| a22oi_1 | 6 |
| and3_1 | 2 |
| buf_4 | 4 |
| clkbuf_8 | 3 |
| clkdlybuf4s50_1 | 49 |
| dfrtp_1 | 24 |
| inv_1 | 4 |
| nand2_1 | 5 |
| nand3_1 | 7 |
| nand4_1 | 13 |
| nor2_1 | 2 |
| nor4_1 | 3 |
| o21ai_0 | 2 |
| o31ai_1 | 4 |
| or3_1 | 6 |
| or4_1 | 3 |
| or4_4 | 2 |
| xnor2_1 | 32 |
| xor2_1 | 7 |
-- area by class of cell --
type / instances / area, µm² / share of cell area [%]
Clock buffer: 3 / 41.3 / 1.89
Inverter: 4 / 15.0 / 0.688
Multi-Input combinational cell: 120 / 871 / 39.9
Sequential cell: 24 / 601 / 27.5
Tap cell: 108 / 135 / 6.19
Timing Repair Buffer: 53 / 520 / 23.8
-- per-stage QoR --
stage	cells	util (%)	hold WS [ps]	power, mW	setup WS, ps
2_1_floorplan	157	-	464	0.274	1850
3_3_place_gp	309	24.2	557	0.312	1410
3_5_place_dp	309	24.2	564	0.312	1410
4_1_cts	312	24.7	579	0.461	1620
5_1_grt	312	24.7	625	0.477	1520
6_report	312	24.7	570	0.456	1620
-- synthesized netlist by cell type (4+ instances only) --
master	instances	area, µm²
dfrtp_1	24	601
nand4_1	13	81.3
a21oi_1	16	80.1
inv_1	4	15.0
nand3_1	7	35.0
o31ai_1	4	30.0
nand2_1	5	18.8
a22oi_1	6	45.0
xnor2_1	32	280
buf_2	6	30.0
or3_1	6	37.5
xor2_1	7	61.3
-- critical path, cell delays in order, from the launching register on --
cell and delay, ps:
dfrtp_1 470, ha_1 270, nand4_1 270, or3_4 440
or4_4 520, a22oi_2 150
-- layer usage --
metal	vias up	wire length (µm)	part of all wire, %	track usage, %
li1	672	-	-	-
met1	663	2190	44	10.1
met2	44	2320	46	11.3
met3	2	473	9.5	2.72
met4	0	14	0.28	0.667
met5	-	0	0	0
Power and IR drop assume default switching activity.
