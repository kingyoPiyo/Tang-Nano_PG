`flow/design.v`:
```
module reg_map (
    input               i_clk,
    input               i_rst_n,
    input       [15:0]  i_addr,
    input       [15:0]  i_wdata,
    input               i_wen,
    output  reg [15:0]  o_q,
    output  reg [15:0]  o_reg0000,
    output  reg [15:0]  o_reg0002,
    output  reg [15:0]  o_reg0004,
    output  reg [15:0]  o_reg0006,
    output  reg [15:0]  o_reg0008,
    output  reg [15:0]  o_reg000A,
    output  reg [15:0]  o_reg000C,
    output  reg [15:0]  o_reg000E,
    output  reg [15:0]  o_reg0010
    );
    wire        [15:0]  tmp_rdata;
    always @(posedge i_clk or negedge i_rst_n) begin
        if (~i_rst_n)
            o_reg0000 <= 16'h0000;
        else if (decode_0x0000 && i_wen)
            o_reg0000 <= i_wdata[15:0];
    end
    always @(posedge i_clk or negedge i_rst_n) begin
        if (~i_rst_n)
            o_reg0002 <= 16'h0000;
        else if (decode_0x0002 && i_wen)
            o_reg0002 <= i_wdata[15:0];
    end
    always @(posedge i_clk or negedge i_rst_n) begin
        if (~i_rst_n)
            o_reg0004 <= 16'h0000;
        else if (decode_0x0004 && i_wen)
            o_reg0004 <= i_wdata[15:0];
    end
    always @(posedge i_clk or negedge i_rst_n) begin
        if (~i_rst_n)
            o_reg0006 <= 16'h0000;
        else if (decode_0x0006 && i_wen)
            o_reg0006 <= i_wdata[15:0];
    end
    always @(posedge i_clk or negedge i_rst_n) begin
        if (~i_rst_n)
            o_reg0008 <= 16'h0000;
        else if (decode_0x0008 && i_wen)
            o_reg0008 <= i_wdata[15:0];
    end
    always @(posedge i_clk or negedge i_rst_n) begin
        if (~i_rst_n)
            o_reg000A <= 16'h0000;
        else if (decode_0x000A && i_wen)
            o_reg000A <= i_wdata[15:0];
    end
    always @(posedge i_clk or negedge i_rst_n) begin
        if (~i_rst_n)
            o_reg000C <= 16'h0000;
        else if (decode_0x000C && i_wen)
            o_reg000C <= i_wdata[15:0];
    end
    always @(posedge i_clk or negedge i_rst_n) begin
        if (~i_rst_n)
            o_reg000E <= 16'h0000;
        else if (decode_0x000E && i_wen)
            o_reg000E <= i_wdata[15:0];
    end
    always @(posedge i_clk or negedge i_rst_n) begin
        if (~i_rst_n)
            o_reg0010 <= 16'h0000;
        else if (decode_0x0010 && i_wen)
            o_reg0010 <= i_wdata[15:0];
    end
    wire    decode_0x0000 = (i_addr[15:0] == 16'h0000) ? 1'b1 : 1'b0;
    wire    decode_0x0002 = (i_addr[15:0] == 16'h0002) ? 1'b1 : 1'b0;
    wire    decode_0x0004 = (i_addr[15:0] == 16'h0004) ? 1'b1 : 1'b0;
    wire    decode_0x0006 = (i_addr[15:0] == 16'h0006) ? 1'b1 : 1'b0;
    wire    decode_0x0008 = (i_addr[15:0] == 16'h0008) ? 1'b1 : 1'b0;
    wire    decode_0x000A = (i_addr[15:0] == 16'h000A) ? 1'b1 : 1'b0;
    wire    decode_0x000C = (i_addr[15:0] == 16'h000C) ? 1'b1 : 1'b0;
    wire    decode_0x000E = (i_addr[15:0] == 16'h000E) ? 1'b1 : 1'b0;
    wire    decode_0x0010 = (i_addr[15:0] == 16'h0010) ? 1'b1 : 1'b0;
    assign  tmp_rdata[15:0] =   (decode_0x0000) ? o_reg0000 :
                                (decode_0x0002) ? o_reg0002 :
                                (decode_0x0004) ? o_reg0004 :
                                (decode_0x0006) ? o_reg0006 :
                                (decode_0x0008) ? o_reg0008 :
                                (decode_0x000A) ? o_reg000A :
                                (decode_0x000C) ? o_reg000C :
                                (decode_0x000E) ? o_reg000E :
                                (decode_0x0010) ? o_reg0010 :
                                16'd0;
    always @(posedge i_clk or negedge i_rst_n) begin
        if (~i_rst_n) begin
            o_q[15:0] <= 16'h0000;
        end else if (~i_wen) begin
            o_q[15:0] <= tmp_rdata[15:0];
        end
    end
endmodule
```
`flow/run.sh`:
```
#!/bin/bash
# OpenROAD 26Q1-2900-gdf79404cd8, Yosys 0.63+post, stock flow scripts
make -C /OpenROAD-flow-scripts/flow DESIGN_CONFIG=/design/flow/config.mk WORK_HOME=/design/flow/orfs finish
```
`flow/config.mk`:
```
export PLATFORM = sky130hd
export DESIGN_NAME = reg_map
export DESIGN_NICKNAME = reg_map
export VERILOG_FILES = /design/flow/design.v
export SDC_FILE = /design/flow/constraint.sdc
export NUM_CORES = 4
export LEC_CHECK = 1
export CORE_UTILIZATION = 40
```
`flow/constraint.sdc`:
```
current_design reg_map

set clk_period 1.2
set clk_io_pct 0.2

create_clock -name clk0 -period $clk_period [get_ports {i_clk}]

set non_clock_inputs [all_inputs -no_clocks]
set_input_delay [expr $clk_period * $clk_io_pct] -clock clk0 $non_clock_inputs
set_output_delay [expr $clk_period * $clk_io_pct] -clock clk0 [all_outputs]
```
==> reports/summary.log <==
[run_status] run status finished with violations
[detailed_routing] mean number of vias per cell 5.48
[clocking] clock tree from TritonCTS built
[power] switching share of power 24.5%
[global_route] gr busiest metal met2
[timing] fin crit share 147%
[floorplan] placement row count 49
[detailed_routing] number of vias after detailed routing 7361
[timing] Layout Skew 0.00873 ns
[timing] worst relative slew slack 33.8%
[global_route] final global-route overflow total 0
[setup_path] maximum cell stage delay along the critical path 0.55 ns
[setup_path] Critical Path Source i_addr[6]
[timing] Final TNS setup -70.33 ns
[yosys] Yosys warning count 1
[cells_and_area] fraction of layout instances using a drive strength above 1 63.4%
[setup_path] most frequent cell on the critical path sky130_fd_sc_hd__buf_6
[detailed_routing] Inserted Diodes 0
[place] RD Place Congestion 0.917
[setup_path] cell with the biggest individual delay on the critical path sky130_fd_sc_hd__or4_4
[yosys] number of flops mapped to enable cells by yosys 0
[place] dpl hpwl 19700 µm
[timing] Worst Tran Pin Value 0.992 ns
[timing] Final Max-Slew Violation Tally 0
[setup_path] Crit path depth 8
[yosys] largest area contributor in the netlist sky130_fd_sc_hd__dfrtp_1
[yosys] proportion of synthesized chip area in sequential cells 52.8%
[global_route] first-pass GRT wire length 44200 µm
[cells_and_area] final std cell area, no fill 12500 µm²
[cells_and_area] filler cell count in the final layout 1289
[power] Reg power frac 46.9%
[global_route] number of global-route vias before repair 7569
[yosys] synthesized instance count 629
[job] number of maximum-capacitance constraint violations 0
[setup_path] data required time at the worst endpoint 1.51 ns
[cells_and_area] layout overhead on the synthesized area 65.5%
[floorplan] overall chip area 19500 µm²
[detailed_routing] post-route antenna net violation count 0
[power] post-layout total power 11.6 mW
[yosys] mean post-synth cell area 12.1 µm²
[clocking] number of buffers inserted during clock tree synthesis 17
[setup_path] reg-to-reg critical path startpoint o_reg000A[4]
[floorplan] effective utilization at floorplan 41.5%
[detailed_routing] violation count after the first detailed-route iteration 339
[timing] setup violators final 176
[setup_path] data arrival time of the critical path 2.07 ns
[place] number of buffers inserted by port buffering 194
[setup_path] critical path endpoint category flip-flop
[job] total tool warning count 28
[timing] Fin Hold WS 0.127 ns
[yosys] top cells by count sky130_fd_sc_hd__dfrtp_1 (160), sky130_fd_sc_hd__mux2_2 (128), sky130_fd_sc_hd__a21oi_1 (40)
[cells_and_area] post-layout utilization of the core 68.7%
[global_route] met2 usage 47.2%
[setup_path] crit-path cells buf_6, or4_4, nor3_4, buf_6, nand2_1, nor3_2, buf_6, mux2_4
[yosys] proportion of register bits with asynchronous set or reset after synthesis 100%
[floorplan] CORE AREA 18300 µm²
[clocking] maximum buffer depth of the clock tree 2
[power] Clk pwr share 45.7%
[power] Power Internal 8.76 mW
[floorplan] horizontal die dimension 140 µm
[yosys] share of the synthesized area in the top cell type 52.8%
[timing] Worst Setup Slack, final -0.564 ns
[timing] setup repair after global routing missed its margin true
[setup_path] critical path class in -> reg
[clocking] maximum level of the CTS H-tree 4
[global_route] pin count of the biggest net entering global routing 35
[detailed_routing] number of search-and-repair iterations in the first detailed-routing pass 5
[yosys] main area contributors after synthesis sky130_fd_sc_hd__dfrtp_1 (53%), sky130_fd_sc_hd__mux2_2 (19%), sky130_fd_sc_hd__a21oi_1 (2.6%)
[floorplan] die outline height 140 µm
[setup_path] Startpoint Class primary input
[yosys] post-synthesis chip area from yosys 7580 µm²
[setup_path] biggest fanout along the worst timing path 8
[setup_path] Worst Path Buf+Inv 3
[setup_path] gate family responsible for the most delay along the worst path simple AND/OR/NAND/NOR gates
[timing] Min Clock Period, post-route 1.76 ns
[yosys] most popular library cell in the synthesized design by count sky130_fd_sc_hd__dfrtp_1
[clocking] clock slew at reported path FFs 0.07 ns
[yosys] number of storage elements in the synthesis netlist 160
[power] NetSw 2.85 mW
[power] VDD IR max 0.000985 V
[run_status] failing checks setup timing
[global_route] Tot GR Track Use 31.5%
[clocking] clock insertion delay at the later pin of the skew report 0.42 ns
[yosys] area of the mapped netlist 7580 µm²
[global_route] met1 layer usage reported by global route 46.8%
[min_path] Hold Crit Class in -> async
[yosys] count of distinct cell types in the synthesized netlist 60
[timing] Max Freq 567 MHz
[detailed_routing] number of design rule violations left after detail routing 0
[clocking] TritonCTS sink count 160
[detailed_routing] aggregate routed wire length 29200 µm
[floorplan] Top-Level Pins 195
[yosys] cell total in the yosys stat output 629
[power] areal power density over the cells 925 nW/µm²
[yosys] Most common reg cell sky130_fd_sc_hd__dfrtp_1
[timing] Hold Vio Cnt, Final 0
[setup_path] count of cells along the worst register-to-register path 5
[global_route] global-route met3 utilization 9.82%
[power] static leakage 6.78 nW
[place] DP Area 10900 µm²
[clocking] Clock Root Buffer sky130_fd_sc_hd__clkbuf_16
[detailed_routing] average wire length per cell after detail routing 21.7 µm
[global_route] number of antenna violations at the first check in global routing 0
[power] Combinational Power Share 7.5%
==> flip-flops by register name, indices dropped and copies added (netlist names) <==
register   count
o_reg0002     16
o_reg0000     16
o_reg0008     16
o_reg000C     16
o_reg0004     16
o_reg0010     16
o_reg0006     16
o_q           16
o_reg000E     16
o_reg000A     16
==> power by group through the flow <==
stage / sequential, mW / clock [mW] / combinational [mW]
4_1_cts: 5.44 / 5.38 / 0.839
5_1_grt: 5.44 / 5.59 / 0.939
6_report: 5.44 / 5.30 / 0.868
==> kinds of logic (layout without fill, tap and decap cells) <==
family | count (synthesis) | in the layout | share of synthesized area, %
mux | 146 | 146 | 22.1
flops | 160 | 160 | 52.8
simple gates | 149 | 150 | 11.2
buf+inv | 48 | 533 | 3.04
compound gates | 126 | 126 | 10.8
==> layout make-up <==
class	instances	area, µm²	share of cell area (%)
well taps	229	287	2.28
multi-input cells	422	3790	30.2
clock inverters	12	124	0.987
inverters	9	33.8	0.269
clock buffers	20	447	3.56
repair buffers	492	3860	30.8
flip-flops and latches	160	4000	31.9
==> layout by cell type (no fill, tap or decap), drive strengths merged, types with 10 or more instances in the layout <==
cell | Yosys | routed
o21ai | 27 | 27
buf | 19 | 466
dfrtp | 160 | 160
a21oi | 40 | 40
nand3 | 13 | 13
clkdlybuf4s50 | 0 | 16
or3 | 10 | 10
nor2 | 27 | 27
mux2 | 141 | 141
inv | 8 | 14
nand2 | 41 | 41
clkbuf | 20 | 23
o22ai | 11 | 11
nor3 | 11 | 11
==> path summary, 6_finish.rpt <==
| kind | endpoint | slack [ns] |
|---|---|---|
| worst max-delay path | o_reg000C[9] | -0.56 |
| worst min-delay path | o_reg0008[1] | 0.13 |
| worst max register to register | o_q[4] | -0.42 |
| worst min register to register | o_q[6] | 0.53 |
| max in group asynchronous | o_q[5] | 0.09 |
| min in group clk0 | o_q[2] | 0.44 |
==> repair_timing <==
| action | in CTS | in global routing |
|---|---|---|
| gates resized | 639 | 46 |
| pin swaps | 36 | 27 |
| cloned | 4 | 1 |
| setup endpoints to repair | 320 | 246 |
| endpoints found under the hold margin | 22 | 0 |
| setup buffers | 154 | 13 |
| hold buffers | 2 | 0 |
==> stage by stage <==
step / cells / setup slack (ns)
6_report: 1344 / -0.564
5_1_grt: 1344 / -0.625
4_1_cts: 1337 / -0.602
3_5_place_dp: 1147 / -1.55
3_3_place_gp: 1147 / -1.49
2_1_floorplan: 629 / -0.827
==> per-layer routing <==
metal | vias up | wire, µm
met3 | 39 | 2420
li1 | 3310 | -
met4 | 0 | 638
met5 | - | 0
met2 | 332 | 13300
met1 | 3680 | 12800
Power is estimated from default activity; no workload was simulated.
