==> flow/design.v <==
module uart2reg_if (
    input           i_clk,
    input           i_rst_n,
    input   [15:0]  i_rdata,
    input           i_uart_mosi,
    output  [15:0]  o_rwaddr,
    output  [15:0]  o_wdata,
    output          o_wen,
    output          o_uart_miso
    );
    wire    [ 7:0]  uart_rx_data;
    wire    [ 7:0]  uart_tx_data;
    wire            dataen;
    reg             ReadByteCmp;
    reg     [ 3:0]  readByteCnt;
    reg     [ 3:0]  writeByteCnt;
    reg     [47:0]  uartReadBuf;
    reg     [47:0]  uartWriteBuf;
    reg     [15:0]  rwaddr;
    reg     [15:0]  wdata;
    reg             wen;
    reg             uart_tx_ready;
    reg     [ 3:0]  read_trg;        
    wire            uartTxDataLatch_pls;
    wire            uartTxStart_pls;
    reg             uartTxBusy;
    reg             uartTxen;
    wire            tx_empty;
    always @(posedge i_clk or negedge i_rst_n) begin
        if (~i_rst_n)
            readByteCnt <= 4'd0;
        else if (dataen)
            readByteCnt <= readByteCnt + 4'd1;
        else if (ReadByteCmp)
            readByteCnt <= 4'd0;
    end
    always @(posedge i_clk or negedge i_rst_n) begin
        if (~i_rst_n) begin
            uartReadBuf <= 48'd0;
            ReadByteCmp <= 0;
        end else if (dataen) begin
            if (readByteCnt == 4'd0)
                uartReadBuf[47:40] <= uart_rx_data;
            else if (readByteCnt == 4'd1)
                uartReadBuf[39:32] <= uart_rx_data;
            else if (readByteCnt == 4'd2)
                uartReadBuf[31:24] <= uart_rx_data;
            else if (readByteCnt == 4'd3)
                uartReadBuf[23:16] <= uart_rx_data;
            else if (readByteCnt == 4'd4)
                uartReadBuf[15:8] <= uart_rx_data;
            else if (readByteCnt == 4'd5) begin
                uartReadBuf[7:0] <= uart_rx_data;
                ReadByteCmp <= 1'b1;
            end
        end else begin
            ReadByteCmp <= 1'b0;
        end
    end
    always @(posedge i_clk or negedge i_rst_n) begin
        if (~i_rst_n) begin
            wen <= 1'b0;
            rwaddr <= 16'd0;
            wdata <= 16'd0;
            read_trg <= 4'd0;
        end else if (ReadByteCmp) begin
            if (uartReadBuf[47:40] == 8'h01) begin
                wen <= 1'b1;
                rwaddr <= uartReadBuf[39:24];    
                wdata <= uartReadBuf[23:8];      
                read_trg <= 4'b0001;
            end else if (uartReadBuf[47:40] == 8'h00) begin
                wen <= 1'b0;
                rwaddr <= uartReadBuf[39:24];    
                read_trg <= 4'b0001;
            end
        end else begin
            read_trg <= { read_trg[2:0] , 1'b0 };
        end
    end
    assign uartTxDataLatch_pls = read_trg[2];
    assign uartTxStart_pls = read_trg[3];
    assign o_wen = wen;
    assign o_rwaddr = rwaddr;
    assign o_wdata = wdata;
    always @(posedge i_clk or negedge i_rst_n) begin
        if (~i_rst_n) begin
            writeByteCnt <= 4'd0;
            uartTxBusy <= 1'b0;
            uartTxen <= 1'b0;
        end else if (uartTxStart_pls) begin
            uartTxBusy <= 1'b1;
        end else if (uartTxBusy & tx_empty) begin
            uartTxen <= 1'b1;
        end else if (uartTxen) begin
            writeByteCnt <= writeByteCnt + 4'd1;
            uartTxen <= 1'b0;
            if (writeByteCnt == 4'd5) begin
                writeByteCnt <= 4'd0;
                uartTxBusy <= 1'b0;
            end
        end
    end
    always @(posedge i_clk or negedge i_rst_n) begin
        if (~i_rst_n) begin
            uartWriteBuf <= 48'd0;
        end else if (uartTxDataLatch_pls) begin
            uartWriteBuf[47:40] <= 8'hFF;    
            uartWriteBuf[39:24] <= i_rdata;  
            uartWriteBuf[23:8] <= 16'h0000;  
            uartWriteBuf[7:0] <= 8'h0;       
        end
    end
    assign uart_tx_data =   (writeByteCnt == 4'd0) ? uartWriteBuf[47:40] :
                            (writeByteCnt == 4'd1) ? uartWriteBuf[39:32] :
                            (writeByteCnt == 4'd2) ? uartWriteBuf[31:24] :
                            (writeByteCnt == 4'd3) ? uartWriteBuf[23:16] :
                            (writeByteCnt == 4'd4) ? uartWriteBuf[15:8]  :
                            uartWriteBuf[7:0];
    uart_rx uart_rx_inst (
        .i_clk ( i_clk ),
        .i_rst_n ( i_rst_n ),
        .i_uart_mosi ( i_uart_mosi ),
        .o_data ( uart_rx_data ),
        .o_dataen ( dataen )
    );
    uart_tx uart_tx_inst (
        .i_clk ( i_clk ),
        .i_rst_n ( i_rst_n ),
        .i_data ( uart_tx_data ),
        .i_txen ( uartTxen ),
        .o_uart_miso ( o_uart_miso ),
        .o_txempty ( tx_empty )
    );
endmodule
module uart_rx (
    input           i_clk,
    input           i_rst_n,
    input           i_uart_mosi,
    output  [7:0]   o_data,
    output          o_dataen
    );
    parameter   DIV_WID = 10;        
    parameter   DIV_CNT = 10'd520;   
    reg     [2:0]   mosi_ff;         
    wire            start;           
    wire            fin;             
    reg             busy;
    reg     [DIV_WID-1:0]   div;     
    reg     [3:0]   bitCnt;          
    wire            dt_latch;        
    reg     [9:0]   sp;              
    reg     [7:0]   data;            
    reg             dataen;          
    reg             chk_trg;         
    always @(posedge i_clk or negedge i_rst_n) begin
        if (~i_rst_n)
            mosi_ff <= 3'b111;
        else
            mosi_ff <= { mosi_ff[1:0], i_uart_mosi };
    end
    assign start = (mosi_ff[2:1] == 2'b10) & (busy == 1'b0) ? 1'b1 : 1'b0;
    assign fin = (bitCnt == 4'd9) & (dt_latch) ? 1'b1 : 1'b0;
    always @(posedge i_clk or negedge i_rst_n) begin
        if (~i_rst_n)
            busy <= 1'b0;
        else if (start)
            busy <= 1'b1;
        else if (fin)
            busy <= 1'b0;
    end
    always @(posedge i_clk or negedge i_rst_n) begin
        if (~i_rst_n)
            div <= {DIV_WID{1'b0}};
        else if (start)
            div <= { 1'b0, DIV_CNT[DIV_WID-1:1] };   
        else if (busy) begin
            if (div == {DIV_WID{1'b0}}) begin
                div <= DIV_CNT;
            end else begin
                div <= div - {{(DIV_WID-1){1'b0}},1'b1};
            end
        end else begin
            div <= {DIV_WID{1'b0}};
        end
    end
    always @(posedge i_clk or negedge i_rst_n) begin
        if (~i_rst_n) begin
            bitCnt <= 0;
        end else if (start) begin
            bitCnt <= 0;
        end else if (dt_latch) begin
            bitCnt <= bitCnt + 4'd1;
        end
    end
    assign dt_latch = (busy) & (div == {DIV_WID{1'b0}}) ? 1'b1 : 1'b0;
    always @(posedge i_clk or negedge i_rst_n) begin
        if (~i_rst_n) begin
            sp <= 10'h3FF;
        end else if (dt_latch) begin
            sp <= { mosi_ff[2], sp[9:1] };  
        end
    end
     always @(posedge i_clk or negedge i_rst_n) begin
        if (~i_rst_n) begin
            chk_trg <= 1'b0;
        end else begin
            chk_trg <= fin;
        end
    end
    always @(posedge i_clk or negedge i_rst_n) begin
        if (~i_rst_n) begin
            data <= 8'h00;
            dataen <= 1'b0;
        end else if (chk_trg & ~sp[0] & sp[9]) begin
            data <= sp[8:1];
            dataen <= 1'b1;
        end else begin
            dataen <= 1'b0;
        end
    end
    assign o_data = data;
    assign o_dataen = dataen;
endmodule
module uart_tx (
    input           i_clk,
    input           i_rst_n,
    input   [7:0]   i_data,
    input           i_txen,
    output          o_uart_miso,
    output          o_txempty
    );
    parameter   DIV_WID = 10;        
    parameter   DIV_CNT = 10'd520;   
    reg     [9:0]       data;        
    reg                 txempty;
    reg                 miso;
    reg     [DIV_WID-1:0]   div;
    wire                start;
    wire                fin;
    wire                dt_txpls;
    reg     [3:0]       bitCnt;
    assign start = (txempty & i_txen);
    assign fin  = (bitCnt == 4'd10 & div == {DIV_WID{1'b0}});
    assign dt_txpls = (~txempty & div == DIV_CNT);
    always @(posedge i_clk or negedge i_rst_n) begin
        if (~i_rst_n)
            div <= {DIV_WID{1'b0}};
        else if (start)
            div <= DIV_CNT;
        else if (~txempty) begin
            if (div == {DIV_WID{1'b0}})
                div <= DIV_CNT;
            else
                div <= div - {{(DIV_WID-1){1'b0}},1'b1};
        end else
            div <= {DIV_WID{1'b0}};
    end
    always @(posedge i_clk or negedge i_rst_n) begin
        if (~i_rst_n)
            txempty <= 1'b1;
        else if (start)
            txempty <= 1'b0;
        else if (fin)
            txempty <= 1'b1;
    end
    always @(posedge i_clk or negedge i_rst_n) begin
        if (~i_rst_n)
            data <= 10'b1_00000000_0;
        else if (start)
            data <= { 1'b1, i_data[7:0], 1'b0 };
        else if (dt_txpls)
            data <= { 1'd0, data[9:1] };
    end
    always @(posedge i_clk or negedge i_rst_n) begin
        if (~i_rst_n)
            bitCnt <= 4'd0;
        else if (start)
            bitCnt <= 4'd0;
        else if (dt_txpls)
            bitCnt <= bitCnt + 4'd1;
    end
    always @(posedge i_clk or negedge i_rst_n) begin
        if (~i_rst_n)
            miso <= 1'b1;
        else if (dt_txpls) begin
            miso <= data[0];     
        end
    end
    assign o_uart_miso = miso;
    assign o_txempty = txempty;
endmodule
==> flow/run.sh <==
#!/bin/bash
# OpenROAD 26Q1-2900-gdf79404cd8, Yosys 0.63+post, stock flow scripts
make -C /OpenROAD-flow-scripts/flow DESIGN_CONFIG=/design/flow/config.mk WORK_HOME=/design/flow/orfs finish
==> flow/config.mk <==
export PLATFORM = sky130hd
export DESIGN_NAME = uart2reg_if
export DESIGN_NICKNAME = uart2reg_if
export VERILOG_FILES = /design/flow/design.v
export SDC_FILE = /design/flow/constraint.sdc
export NUM_CORES = 4
export LEC_CHECK = 1
export CORE_UTILIZATION = 40
==> flow/constraint.sdc <==
current_design uart2reg_if

set clk_period 3.2
set clk_io_pct 0.2

create_clock -name clk0 -period $clk_period [get_ports {i_clk}]

set non_clock_inputs [all_inputs -no_clocks]
set_input_delay [expr $clk_period * $clk_io_pct] -clock clk0 $non_clock_inputs
set_output_delay [expr $clk_period * $clk_io_pct] -clock clk0 [all_outputs]
==> flow_summary_export.csv <==
group,metric,value,unit
status,status,"complete, no violations",
clocking,cts_buffers,17,
pwr,p_leak,0.00396,uW
floorplanning,ios,53,
clocking,htreeDepth,4,
worst_hold_path,hold_path_class,"primary input to asynchronous set/reset pin",
synth,largest_area_cell,"dfrtp_1",
synth,synth.area.mux_share,17.9,%
synth,ys_seq_share,60.0,%
detailed_routing,drc,0,
timing,min_period,2.31,ns
synth,xor_share,1.49,%
synth,compound_area_share,4.99,%
job,warnings,30,
worst_setup_path,critPathArrivalTime,2.66,ns
synth,flop_cell,"dfrtp_1",
clocking,tritoncts,"done",
pwr,peakVddDrop,0.000395,V
pwr,seq_power_share,51.3,%
synth,edf_count,0,
clocking,cts_hold_buf,0,
place,dp_hpwl,8.02,mm
synth,ys_sh_adder,1.77,%
timing,final_max_slew_viol_count,0,
global_routing,overflow,0,
synth,synth-simple-area-share,11.5,%
synth,netlist_instances,554,
detailed_routing,diodes,0,
clocking,cts_num_sinks,169,
floorplanning,placeableCoreArea,0.0173,mm2
finish,seq_area,0.00425,mm2
synth,ys_ff,169,
global_routing,grt_pass1_vias,4372,
place,port_buffers,52,
synth,ys_top_logic_family,"multiplexers",
detailed_routing,via_per_inst,5.00,
clocking,postCtsSetupRepairBufs,0,
pwr,combPwrFrac,6.3,%
detailed_routing,routed_wl,12.4,mm
finish,synthToLayoutAreaGrowth,18.3,%
synth,ys_cells,554,
timing,tightestPinTransition,0.859,ns
detailed_routing,routed.top_layer,"met4",
clocking,root_buffer,"clkbuf_16",
pwr,switching_share,25.1,%
pwr,p_sw,1140,uW
timing,fin_setup_tns,0,ns
timing,hold_ws,0.230,ns
detailed_routing,wl_met3,528,um
synth,synth.avg_cell_area,12.8,um2
detailed_routing,drt_iter0_markers,175,
global_routing,grt_pass1_wl,21.6,mm
synth,area_leaders,"dfrtp_1, mux2_2, dfstp_2",
clocking,clkTransAtPathRegs,0.07,ns
synth,synth.distinct_cells,54,
timing,setup_viol,0,
pwr,p_int,3400,uW
finish,logic_area,0.00266,mm2
finish,layout-drive-gt1-share,26.4,%
synth,ys_chip_area,0.00708,mm2
synth,synth.top_cell.area_share,54.1,%
detailed_routing,wl_per_cell,14.6,um
timing,relSlewSlack,42.6,%
global_routing,grt_use_total,15.5,%
detailed_routing,m1WireLength,6.06,mm
floorplanning,chip_area,0.0182,mm2
timing,rsz0062_at_grt,"false",
worst_setup_path,critPathMaxFanout,17,
synth,synthesis.area,0.00708,mm2
floorplanning,rows,48,
synth,yosysWarnings,3,
floorplanning,dieWidth,135,um
clocking,cts_resized,0,
worst_setup_path,cp-start-kind,"register",
worst_setup_path,critPathKind,"register to register",
timing,post-route-period-util,72.3,%
global_routing,antenna_found_initial,0,
clocking,cts.path.max_buffers,2,
detailed_routing,final_antenna_net_count,0,
detailed_routing,wl_met2,5.69,mm
global_routing,grt_max_degree,73,
worst_setup_path,required,3.54,ns
finish,nFillCells,1480,
detailed_routing,vias,4239,
timing,max_freq,432,MHz
detailed_routing,firstDrtPassIters,4,
timing,hold_viol,0,
clocking,insertion_delay,0.42,ns
pwr,pwr-share-clk,42.4,%
job,maxCapViolations,0,
pwr,pwr_density_cell,542,mW/mm2
synth,async_flop_share,100,%
finish,utilization,48.4,%
floorplanning,fp.dieH,135,um
worst_setup_path,worst_setup_path_end_kind,"register",
floorplanning,fp-utilization,40.9,%
place,place.gp.congestion,0.766,
timing,clock_skew,0.00950,ns
==> state kept, by name, summed over array words and instances (netlist names), 8 cells and up <==
name / count
uartReadBuf: 40
uartWriteBuf: 17
rwaddr: 16
wdata: 16
uart_rx_inst.div: 10
uart_rx_inst.sp: 10
uart_tx_inst.data: 10
uart_tx_inst.div: 10
uart_rx_inst.data: 8
==> routing by layer <==
| layer | vias to the layer above | GRT usage (%) |
|---|---|---|
| met5 | - | 0 |
| met4 | 0 | 1.44 |
| met3 | 10 | 3.75 |
| met2 | 65 | 23.5 |
| met1 | 2107 | 24.7 |
| li1 | 2057 | - |
==> cells in the mapped netlist (all sizes together) (5+ instances only) <==
library cell,count
mux2i,13
nor2,26
nand3,10
dfrtp,153
mux2,101
clkbuf,8
nor3,7
nor4,5
inv,19
nand2,54
dfstp,16
xnor2,9
ha,10
o21ai,32
and2,10
buf,10
a21oi,16
==> layout make-up <==
cell class / instances / share of cell area, %
Sequential cell: 169 / 50.7
Multi-Input combinational cell: 347 / 31.8
Timing Repair Buffer: 54 / 6.56
Clock buffer: 17 / 5.08
Tap cell: 225 / 3.36
Clock inverter: 15 / 1.55
Inverter: 20 / 0.897
==> cell usage in the layout, fill, tap and decap left out, types with 4 or more instances in the layout <==
cell	Yosys	routed
nand3_1	10	10
inv_6	0	6
o21ai_0	30	30
nand2_1	54	54
nand3b_1	4	4
xnor2_1	9	9
mux2_2	101	101
o22ai_1	4	4
nor2b_1	4	4
and2_1	10	10
ha_1	10	10
inv_1	19	19
clkdlybuf4s50_1	0	51
dfrtp_1	153	153
nor2_1	25	25
inv_8	0	4
a21oi_1	16	16
dfstp_2	16	16
clkbuf_16	0	17
mux2i_1	13	13
nor3_1	6	6
==> power groups by stage <==
stage                 Combinational [uW]  Clock [uW]  Sequential [uW]
final                                287        1920             2330
after global routing                 331        2070             2340
after CTS                            294        1990             2330
==> path summary, 6_finish.rpt <==
check                                   startpoint                      end  slack (ns)  depth (start not counted)
min in group clk0          uart_rx_inst.mosi_ff[0]  uart_rx_inst.mosi_ff[1]        0.36                          0
max reg2reg                    uart_rx_inst.div[0]   uart_rx_inst.bitCnt[3]        0.89                          6
max                            uart_rx_inst.div[0]   uart_rx_inst.bitCnt[3]        0.89                          6
min reg2reg                uart_rx_inst.mosi_ff[0]  uart_rx_inst.mosi_ff[1]        0.36                          0
max in group asynchronous                  i_rst_n  uart_rx_inst.mosi_ff[2]        2.08                          2
min                                        i_rst_n      uart_tx_inst.div[3]        0.23                          1
==> stage by stage <==
stage	cells	instance area, um2	power [uW]	worst slack [ns]
floorplan	554	7080	2540	1.36
global placement	815	7820	2650	0.962
detailed placement	815	7820	2660	0.866
CTS	847	8370	4610	0.827
global route	847	8370	4740	0.652
finish	847	8370	4540	0.886
==> critical path: stages, from the launching register on <==
cell and delay, ns:
dfrtp_1 0.40, inv_1 0.07, ha_1 0.20, nor4b_1 0.41, nand4b_2 0.51, or3_1 0.50
a21oi_1 0.15
==> cell families after synthesis <==
family | count (synthesis)
DFF | 169
and+or+nand+nor | 148
muxes | 114
AOI/OAI and AO/OA | 63
buffers and inverters | 38
xor gates and xnor gates | 12
adders and majority gates | 10
Power is estimated from default activity; no workload was simulated.
